[flow/run.sh]
#!/bin/bash
# OpenROAD 26Q1-2900-gdf79404cd8, Yosys 0.63+post, stock flow scripts
make -C /OpenROAD-flow-scripts/flow DESIGN_CONFIG=/design/flow/config.mk WORK_HOME=/design/flow/orfs finish
[flow/config.mk]
export PLATFORM = sky130hd
export DESIGN_NAME = cross_bar_top
export DESIGN_NICKNAME = cross_bar_top
export VERILOG_FILES = /design/flow/design.v
export SDC_FILE = /design/flow/constraint.sdc
export NUM_CORES = 4
export LEC_CHECK = 1
export CORE_AREA = 10 10 308 308
export DIE_AREA = 0 0 318 318
export SYNTH_HDL_FRONTEND = slang
[flow/constraint.sdc]
current_design cross_bar_top

set clk_period 5.7
set clk_io_pct 0.2

create_clock -name clk0 -period $clk_period [get_ports {clk}]

set non_clock_inputs [all_inputs -no_clocks]
set_input_delay [expr $clk_period * $clk_io_pct] -clock clk0 $non_clock_inputs
set_output_delay [expr $clk_period * $clk_io_pct] -clock clk0 [all_outputs]
[flow/design.v]
package cross_bar_pkg;
parameter MASTER_N = 4;                   
parameter MASTER_W = $clog2(MASTER_N);    
parameter SLAVE_N  = 4;                   
parameter SLAVE_W  = $clog2(SLAVE_N);     
parameter ADDR_W   = 32;
parameter DATA_W   = 32;
typedef logic [ADDR_W - 1: 0] addr_t;
typedef logic [DATA_W - 1: 0] data_t;
typedef  logic     [SLAVE_N - 1: 0]  sgrant_t;
typedef  sgrant_t [MASTER_N - 1: 0] msgrant_t;
endpackage
module cross_bar_master
#(
    localparam SLAVE_N       = cross_bar_pkg::SLAVE_N,
    localparam type addr_t   = cross_bar_pkg::addr_t,
    localparam type data_t   = cross_bar_pkg::data_t,
    localparam type sgrant_t = cross_bar_pkg::sgrant_t
)
(
    output logic                   master_ack,
    output data_t                  master_rdata,
    input  logic  [SLAVE_N - 1: 0] slave_ack,
    input  data_t [SLAVE_N - 1: 0] slave_rdata,
    input  sgrant_t                sgrant
);
import cross_bar_pkg::*;
always_comb
begin
    master_ack   =         1'b0;
    master_rdata = {DATA_W{1'b0}};   
    for (int unsigned index = 0; index < SLAVE_N; index++) 
    begin
        master_ack   |=         sgrant[index]   &   slave_ack[index];
        master_rdata |= {DATA_W{sgrant[index]}} & slave_rdata[index];
    end
end
endmodule
module cross_bar_rr_arbiter
#(
    localparam MASTER_N = cross_bar_pkg::MASTER_N  
)
(
    input  logic                   clk,
    input  logic                   aresetn,
    input  logic [MASTER_N - 1: 0] req,
    output logic [MASTER_N - 1: 0] grant
);
import cross_bar_pkg::*;
logic [MASTER_N - 1: 0] rotate_ptr;
logic [MASTER_N - 1: 0] mask_req;
logic [MASTER_N - 1: 0] mask_grant;
logic [MASTER_N - 1: 0] grant_comb;
logic                   nomask_req;
logic [MASTER_N - 1: 0] nomask_grant;
logic                   update_ptr;
logic [MASTER_N - 1: 0] rsync0;
always_ff @(posedge clk or negedge aresetn)
  if (!aresetn)
      rsync0 <= {MASTER_N{1'b0}};
  else
      rsync0 <= req;
logic [MASTER_N - 1: 0] rsync1;
always_ff @(posedge clk or negedge aresetn)
  if (!aresetn)
      rsync1 <= {MASTER_N{1'b0}};
  else
      rsync1 <= rsync0;
logic [MASTER_N - 1: 0] rsync2;
always_ff @(posedge clk or negedge aresetn)
  if (!aresetn)
      rsync2 <= {MASTER_N{1'b0}};
  else
      rsync2 <= rsync1;
logic [MASTER_N - 1: 0] rsync;     
assign rsync = ~rsync1 & rsync2;               
logic lsync0;
always_ff @(posedge clk or negedge aresetn)
  if (!aresetn)
      lsync0 <= 1'b0;
  else
      lsync0 <= |req;
logic lsync1;
always_ff @(posedge clk or negedge aresetn)
  if (!aresetn)
      lsync1 <= 1'b0;
  else
      lsync1 <= lsync0;
logic lsync2;      
always_ff @(posedge clk or negedge aresetn)
  if (!aresetn)
      lsync2 <= 1'b0;
  else
      lsync2 <= lsync1;
logic  lsync;              
assign lsync = lsync1 & ~lsync2;               
logic  roll; 
assign roll = |rsync | lsync;
assign update_ptr = |grant[MASTER_N - 1: 0];
always_ff @(posedge clk or negedge aresetn)
  if (!aresetn)
  begin
      rotate_ptr[0] <= 1'b1;
      rotate_ptr[1] <= 1'b1;
  end
  else if (update_ptr)
  begin
      rotate_ptr[0] <= grant[MASTER_N - 1];
      rotate_ptr[1] <= grant[MASTER_N - 1] | grant[0];
  end
generate
  for (genvar i = 2; i < MASTER_N; i = i + 1) begin: rotate_ptr_gen
      always_ff @(posedge clk or negedge aresetn)
        if (!aresetn)
            rotate_ptr[i] <= 1'b1;
        else if (update_ptr)
            rotate_ptr[i] <= grant[MASTER_N - 1] | (|grant[i - 1: 0]);
  end
endgenerate
assign mask_req[MASTER_N - 1: 0] = req[MASTER_N - 1: 0] & rotate_ptr[MASTER_N - 1: 0];
assign mask_grant[0] = mask_req[0];
generate
  for (genvar i = 1; i < MASTER_N; i = i + 1) begin: mask_grant_gen
      assign mask_grant[i] = (~(|mask_req[i - 1: 0])) & mask_req[i];
  end
endgenerate
assign nomask_grant[0] = req[0];
generate
  for (genvar i = 1; i < MASTER_N; i = i + 1) begin: nomask_grant_gen
      assign nomask_grant[i] = (~(|req[i - 1: 0])) & req[i];
  end
endgenerate
assign nomask_req = ~(|mask_req[MASTER_N - 1: 0]);
assign grant_comb[MASTER_N - 1: 0] = mask_grant[MASTER_N - 1: 0] | 
                                  (nomask_grant[MASTER_N - 1: 0] & {MASTER_N{nomask_req}});
always_ff @(posedge clk or negedge aresetn)
  if (!aresetn)
      grant[MASTER_N - 1: 0] <= {MASTER_N{1'b0}};
  else if (roll)
      grant[MASTER_N - 1: 0] <= grant_comb[MASTER_N - 1: 0] & ~grant[MASTER_N - 1: 0];
endmodule
module cross_bar_slave
#(
    localparam MASTER_N       = cross_bar_pkg::MASTER_N,
    localparam SLAVE_N        = cross_bar_pkg::SLAVE_N,
    localparam type addr_t    = cross_bar_pkg::addr_t,
    localparam type data_t    = cross_bar_pkg::data_t,
    localparam type msgrant_t = cross_bar_pkg::msgrant_t
)
(
    input logic                     clk,
    input logic                     aresetn,
    input  logic  [MASTER_N - 1: 0] master_req,
    input  addr_t [MASTER_N - 1: 0] master_addr,
    input  logic  [MASTER_N - 1: 0] master_cmd,
    input  data_t [MASTER_N - 1: 0] master_wdata,
    output logic                    slave_req,
    output addr_t                   slave_addr,
    output logic                    slave_cmd,
    output data_t                   slave_wdata,
    input  logic  [SLAVE_N - 1: 0]  saddr,                       
    output msgrant_t                msgrant
);
import cross_bar_pkg::*;
logic [MASTER_N - 1: 0] req;
logic [MASTER_N - 1: 0] grant;
generate
  for (genvar i = 0; i < MASTER_N; i = i + 1) begin: req_gen
      assign req[i] = 
                  (master_req[i] && saddr == (1 << master_addr[i][ADDR_W - 1: ADDR_W - SLAVE_W])) ? 1'b1 : 1'b0;
  end
endgenerate
cross_bar_rr_arbiter arbiter (
                              .clk     (clk),
                              .aresetn (aresetn),
                              .req     (req),
                              .grant   (grant)
                             );
always_comb
begin
    slave_req   =         1'b0;
    slave_addr  = {ADDR_W{1'b0}};
    slave_cmd   =         1'b0;
    slave_wdata = {DATA_W{1'b0}};
    for (int unsigned index = 0; index < MASTER_N; index++)
    begin
        slave_req   |=         grant[index]   &   master_req[index];
        slave_addr  |= {ADDR_W{grant[index]}} &  master_addr[index];
        slave_cmd   |=         grant[index]   &   master_cmd[index];
        slave_wdata |= {DATA_W{grant[index]}} & master_wdata[index];
    end
end
generate
  for (genvar i = 0; i < MASTER_N; i = i + 1) begin: msgrant_gen
      assign msgrant[i] = (grant[i]) ? saddr : {SLAVE_N{1'b0}};
  end
endgenerate
endmodule
module cross_bar_top
#(
    localparam MASTER_N    = cross_bar_pkg::MASTER_N,
    localparam SLAVE_N     = cross_bar_pkg::SLAVE_N,
    localparam type addr_t = cross_bar_pkg::addr_t,
    localparam type data_t = cross_bar_pkg::data_t
)
(
    input logic                     clk,
    input logic                     aresetn,
    input  logic  [MASTER_N - 1: 0] master_req,
    input  addr_t [MASTER_N - 1: 0] master_addr,
    input  logic  [MASTER_N - 1: 0] master_cmd,
    input  data_t [MASTER_N - 1: 0] master_wdata,
    output logic  [MASTER_N - 1: 0] master_ack,
    output data_t [MASTER_N - 1: 0] master_rdata,
    output logic  [SLAVE_N - 1: 0]  slave_req,
    output addr_t [SLAVE_N - 1: 0]  slave_addr,
    output logic  [SLAVE_N - 1: 0]  slave_cmd,
    output data_t [SLAVE_N - 1: 0]  slave_wdata,
    input  logic  [SLAVE_N - 1: 0]  slave_ack,
    input  data_t [SLAVE_N - 1: 0]  slave_rdata
);
import cross_bar_pkg::*;
msgrant_t [SLAVE_N - 1: 0] msgrant; 
msgrant_t                  sgrant;
always_comb
begin
    sgrant = 0;
    for (int unsigned index = 0; index < SLAVE_N; index++)
    begin
        sgrant |= msgrant[index];
    end
end  
generate
  for (genvar i = 0; i < MASTER_N; i = i + 1) begin: master_instance_gen
      cross_bar_master mst (
                              .master_ack   (master_ack[i]),
                              .master_rdata (master_rdata[i]),
                              .slave_ack    (slave_ack),
                              .slave_rdata  (slave_rdata),
                              .sgrant       (sgrant[i])
                           );
  end
endgenerate
logic [SLAVE_N - 1: 0] saddr [SLAVE_N - 1: 0];
generate
  for (genvar i = 0; i < SLAVE_N; i = i + 1) begin: slave_instance_gen
      assign saddr[i] = 1 << i;
      cross_bar_slave  slv (  
                              .clk          (clk),
                              .aresetn      (aresetn),
                              .master_req   (master_req),
                              .master_addr  (master_addr),
                              .master_cmd   (master_cmd),
                              .master_wdata (master_wdata),
                              .slave_req      (slave_req[i]),
                              .slave_addr    (slave_addr[i]),
                              .slave_cmd      (slave_cmd[i]),
                              .slave_wdata  (slave_wdata[i]),
                              .saddr          (saddr[i]),  
                              .msgrant      (msgrant[i])
                           );
  end
endgenerate
endmodule
==> flow_summary.yaml <==
# flow metrics
timing:
  setup_viol: 0
  max-slew-margin-rel: 0.444
  slew_violations: 0
  worst_hold_slack_ns: 0.342
  tightest_slew_ns: 0.833
  period_needed_ns: 4.03
  finalClockSkew_ns: 0.00596
  fmaxAchievable_ghz: 0.248
  finalCritPeriodShare: 0.706
  finalHoldViolCount: 0
  tns_ns: 0
  rsz0062_at_grt: "false"
drt:
  via_per_inst: 5.29
  drtAntennaViolNets: 0
  num_vias: 18300
  drcViolationCount: 0
  drtPass1Iterations: 6
  routed_wl_mm: 108
  drt_iter0_drc: 2563
  wl_per_cell_um: 31.3
placement:
  dpl.hpwl_mm: 83.1
  place_congestion: 0.934
  port_buffers: 793
min_path:
  hold_path.class: "reg -> reg"
  holdPathStages: 0
  worstHoldStart: "slave_instance_gen[0].slv.arbiter.rsync0[3]"
  min_to: "slave_instance_gen[0].slv.arbiter.rsync1[3]"
cts:
  ctsHoldBuffers: 0
  htreeDepth: 3
  root_buffer: "clkbuf_16"
  cts_setup_buffers: 0
  clock_latency_ns: 0.34
  cts_made_buffers: 9
  clk_pin_slew_worst_paths_ns: 0.06
  clock_path_buffers: 2
  cts_sinks: 92
  cts-resized-gates: 0
  cts_tree: "built"
logic_synthesis:
  ys.flops: 92
  synth.cell_area_um2: 11800
  yosysCellCount: 1666
  largest_area_cell: "a22oi_1"
  synth_seq_share: 0.197
  avgSynthCellArea_um2: 7.08
  synth.logic.top_family: "AND-OR/OR-AND gates"
  yosys.cell_types.count: 59
  async_reset_ff_frac: 1.00
  syn_inst: 1666
  ys_chip_area_um2: 11800
  ys_sh_adder: 0
  top_cell_area_share: 0.506
  yosys_warnings: 0
  edf_count: 0
  simple_gate_share: 0.171
  ys_sh_mux: 0.00382
  xor_share: 0
  synthAoiAreaFrac: 0.543
  top_cells_by_area: "a22oi_1 51%, dfrtp_1 16%, nand2_1 13%, clkbuf_1 5.0%, dfstp_2 3.6%"
  synth_top_flop_cell: "dfrtp_1"
grt:
  grt_pass1_vias: 17200
  grt_max_degree: 79
  overflow: 0
  grt_pass1_wl_mm: 147
  track_usage: 0.202
  antenna_found_initial: 18
floorplan:
  pin_count: 794
  initCoreUtil: 0.134
  die_x_um: 318
  die_h_um: 318
  rows: 109
  dieArea_um2: 101000
  coreArea_um2: 88200
job:
  max-cap-violations: 0
  warning_count: 25
critical_path:
  cp.depth: 4
  crit_slowest_cell: "clkdlybuf4s50_1"
  critPathMaxFanout: 4
  worst_ep_required_time_ns: 4.56
  crit_chain: "clkdlybuf4s50_1, a22oi_1, nand2_1, clkdlybuf4s50_1"
  r2r_cells: 3
  rrSetupSlack_ns: 3.93
  path_class: "in -> out"
  worst-path-buf-inv: 2
  startpoint_type: "input port"
  worstSetupEndpointType: "output pin"
  rr_startpoint: "slave_instance_gen[1].slv.arbiter.grant[2]"
  crit_path_max_incr_delay_ns: 0.60
  crit_arrival_ns: 2.89
  cpMostUsedCell: "clkdlybuf4s50_1"
  rr_endpoint: "slave_instance_gen[1].slv.arbiter.grant[2]"
  crit_family: "buffers and inverters"
power:
  p_total_mw: 4.85
  p_leak_nw: 8.28
  p_per_area_nw_per_um2: 230
  ir_worst_vdd_mv: 0.161
cells_and_area:
  area_growth_pct: 78.9
  fillers: 9666
  drive_gt1_frac: 0.0426
  most-common-layout-cells: "795 x a22oi_1, 792 x clkdlybuf4s50_1, 410 x nand2_1"
  flop_area_um2: 2380
  logic_area_um2: 8460
  lay_top_count: "a22oi_1"
outcome:
  status: "finished, final reports clean"
## cell type report
type / instances / share of cell area
multi-input cells: 1328 / 0.401
repair buffers: 826 / 0.396
flip-flops and latches: 92 / 0.113
well taps: 1165 / 0.0691
clock buffers: 11 / 0.0110
inverters: 36 / 0.00641
clock inverters: 5 / 0.00368
diodes: 2 / 0.000237
## metal layers
metal,share of wire,global-route usage,up-vias
met5,0.0015,0,-
met4,0.028,0.0415,26
met3,0.12,0.0779,201
met2,0.46,0.325,1425
met1,0.39,0.255,8866
li1,-,-,7818
## power by group
| group | switching [mW] | internal (mW) |
|---|---|---|
| logic | 1.56 | 1.68 |
| registers | 0.231 | 0.763 |
| clock network | 0.233 | 0.383 |
| total | 2.02 | 2.83 |
## kinds of logic after synthesis
kind of cell	count (synthesis)
AOI/OAI and AO/OA	848
DFF	92
and+or+nand+nor	476
muxes	4
buffers and inverters	246
## per-stage QoR
step	instances	util	setup slack (ns)	cell area, µm²
floorplan	1666	-	2.93	11800
global placement	3447	0.235	1.66	20800
detailed placement	3447	0.235	1.65	20800
CTS	3463	0.239	1.60	21100
global route	3464	0.239	1.54	21100
finish	3465	0.239	1.67	21100
## state kept, by name, summed over array words and instances, names as in the netlist
name                                       count
slave_instance_gen.slv.arbiter.grant          16
slave_instance_gen.slv.arbiter.rotate_ptr     16
slave_instance_gen.slv.arbiter.lsync0          4
slave_instance_gen.slv.arbiter.lsync1          4
slave_instance_gen.slv.arbiter.rsync1         16
slave_instance_gen.slv.arbiter.rsync0         16
slave_instance_gen.slv.arbiter.rsync2         16
slave_instance_gen.slv.arbiter.lsync2          4
## worst reg2reg max path: cells and delay by family (launching register included)
family | cells | cell delay, ns
buffers and inverters | 1 | 0.48
and+or+nand+nor | 1 | 0.13
AOI/OAI and AO/OA | 1 | 0.25
DFF | 1 | 0.80
## how the worst max path moves through the flow
stage                                     startpoint              end
4_1_cts   slave_instance_gen[2].slv.arbiter.grant[1]  slave_wdata[65]
5_1_grt   slave_instance_gen[2].slv.arbiter.grant[1]     slave_cmd[2]
6_report                             master_wdata[4]   slave_wdata[4]
## cells in the mapped netlist, types with 3 or more instances
| master | n |
|---|---|
| a22oi_1 | 795 |
| nand2_1 | 410 |
| clkbuf_1 | 158 |
| dfrtp_1 | 76 |
| inv_1 | 33 |
| buf_1 | 20 |
| buf_2 | 17 |
| dfstp_2 | 16 |
| buf_4 | 13 |
| nor2_1 | 10 |
| nand3_1 | 7 |
| a21oi_1 | 6 |
| a32o_1 | 6 |
| a31oi_1 | 5 |
| nor3_1 | 5 |
| a211o_1 | 4 |
| a22o_1 | 4 |
| nand4b_1 | 4 |
| nor3b_1 | 4 |
| a222oi_1 | 3 |
| and2_1 | 3 |
| inv_2 | 3 |
| nand2b_1 | 3 |
| nand4_1 | 3 |
| nor4b_1 | 3 |
| o21ai_0 | 3 |
| o2bb2ai_1 | 3 |
| o31ai_1 | 3 |
| or2_1 | 3 |
Power and IR drop assume default switching activity.
